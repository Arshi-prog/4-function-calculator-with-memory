`design.v`:
```
module customMultiplier (
    input [3:0] operand1,       
    input [3:0] operand2,       
    output reg [7:0] product    
);
    reg [7:0] accumulator;      
    reg [7:0] extendedOperand;  
    reg [3:0] multiplierBits;   
    integer bitIndex;           
    always @(*) begin
        accumulator = 8'b0;                
        extendedOperand = {4'b0, operand1}; 
        multiplierBits = operand2;
        for (bitIndex = 0; bitIndex < 4; bitIndex = bitIndex + 1) begin
            if (multiplierBits[0]) begin
                accumulator = accumulator + extendedOperand;  
            end
            extendedOperand = extendedOperand << 1;  
            multiplierBits = multiplierBits >> 1;    
        end
        product = accumulator;  
    end
endmodule
```
`run.sh`:
```
#!/bin/bash
# OpenROAD 26Q1-2900-gdf79404cd8, Yosys 0.63+post, stock flow scripts
make -C /OpenROAD-flow-scripts/flow DESIGN_CONFIG=/design/flow/config.mk WORK_HOME=/design/flow/orfs finish
```
`config.mk`:
```
export PLATFORM = sky130hd
export DESIGN_NAME = customMultiplier
export DESIGN_NICKNAME = customMultiplier
export VERILOG_FILES = /design/flow/design.v
export SDC_FILE = /design/flow/constraint.sdc
export NUM_CORES = 4
export LEC_CHECK = 1
export CORE_AREA = 10 10 70 70
export DIE_AREA = 0 0 80 80
```
`constraint.sdc`:
```
current_design customMultiplier

set clk_period 7.9
set clk_io_pct 0.2

create_clock -name clk0 -period $clk_period

set non_clock_inputs [all_inputs -no_clocks]
set_input_delay [expr $clk_period * $clk_io_pct] -clock clk0 $non_clock_inputs
set_output_delay [expr $clk_period * $clk_io_pct] -clock clk0 [all_outputs]
```
==> results.txt <==
Quick summary of the implementation run below.

The reported max-cap violation count came out at 0. The placer congestion estimate is 0.805. The area figure in the yosys stat output is 578 um^2. The count of inserted antenna diode cells came out at 0.

In this run the cell area of the synthesized design comes to 578 um^2. The fraction of layout cells with a size suffix above 1 came out at 0.0690. The layout has 0 clock buffers. Yosys reports that the most numerous cell types are ha_1 (11), a21oi_1 (7), inv_1 (7), nand2_1 (7), mux2i_1 (4). The slew at the pin closest to its max-slew limit is 389 ps. The via count of the first global-routing pass came out at 570. The wire length per cell after detailed routing came out at 10.4 um. The number of vias per cell is 3.92. The number of library cell types mapped by synthesis came out at 25. The power after layout came out at 0.0654 mW. Adding up every negative setup slack in the final design gives 0 ps. The nature of the critical path endpoint is an output pin. The startpoint of the worst setup timing path is operand1[1]. The finished layout cell area is 788 um^2. The number of ports placed on the die boundary came out at 16. Post-CTS repair ended up resizing 0 cells. The maximum number of pins on one net before global-route repair came out at 12. The total number of yosys warnings came out at 1. The final layout contains a sequential cell count of 0. The signal arrival time at the worst endpoint is 5830 ps. The report lists the number of standard-cell rows as 21. The period utilization is 0.939. The final critical-path required period is 7410 ps. For this run the top cell type by instance count after synthesis was ha_1.

The mean post-synth cell area came out at 7.92 um^2. The element type at the critical path start is an input pin. The number of vias after detailed routing is 522. The post-CTS setup buffer count came out at 0. The power density over the cells came out at 82.9 mW/mm^2.

The first-pass iteration count of the detailed router came out at 4. The initial antenna violation count is 0. Summing over the stages, the warning tally comes to 33. The static power due to leakage came out at 0.358 nW.

The area of the core came out at 0.00342 mm^2. Looking at hold timing, the worst path starts from operand2[0]. After clock tree synthesis, the flow added hold-fix buffers numbering 0. The relative slew slack came out at 0.740. The die outline area came out at 0.00640 mm^2. The number of slew-limit violations in the final report came out at 0. Setup repair after global routing left no endpoint under its margin. According to the floorplan report, the die width is 80 um.

The instance count of the mapped netlist came out at 73. The post-detailed-placement cell area is 788 um^2. The area share of the largest cell type after synthesis is 0.238. The synthesis-to-layout area growth is 36.4%. In the routed design, unresolved DRC markers number 0. The floorplan-stage core utilization came out at 0.169. Counting endpoints that fail hold in the final report gives 0.

The worst setup path is of the input pin to output pin kind. For this run, the number of standard cells in the final layout without fillers is 133. The largest total area in the synthesized netlist belongs to ha_1. The routed wire length came out at 1390 um.

The part of the Yosys area used for sequential elements is 0. The maximum achievable frequency is 135 MHz. The flow ran to the end, and the final reports show no timing, DRC or antenna violations. The HPWL after detailed placement came out at 1220 um. The placed instance count came out at 133. The post-detailed-route count of antenna-violating nets came out at 0. Yosys attributes the largest share of cell area to ha_1 (24%), fa_1 (10%), mux2i_1 (6.9%). The maximum fanout count along the critical path is 6.

Per the GRT congestion report, total overflow comes to 0. The die is 80 um tall. The violation count after the first detailed-routing iteration came out at 27.

The sequential cell area is 0 um^2. The first global-routing pass estimated 2450 um of wire. The total global routing track utilization came out at 0.0450. The critical path endpoint has a required time of 6320 ps. The worst-case IR drop observed on VDD is 36.9 uV. Port buffering added 16 buffers. Checking hold timing, the worst path is listed with class input pin to output pin. The number of cells in Yosys stat is 73. The total setup violations reported at the end of the flow came out at 0.
-- final timing paths --
path | endpoint | depth (start not counted) | slack, ps
setup / recovery | product[4] | 17 | 490
hold / removal | product[0] | 3 | 4230
-- per-stage QoR --
stage / setup slack, ps / utilization / hold slack (ps)
2_1_floorplan: 1910 / - / 3230
3_3_place_gp: 516 / 0.231 / 4240
3_5_place_dp: 460 / 0.231 / 4240
4_1_cts: 436 / 0.231 / 4230
5_1_grt: 199 / 0.231 / 4270
6_report: 486 / 0.231 / 4230
-- cell type report --
type                       instances  area, um^2
fill                             374        2630
inverter                           8        30.0
multi-input combinational         63         541
tap                               46        57.6
timing repair buffer              16         160
-- placed cells by master (no fill, tap or decap) --
| master | count |
|---|---|
| xnor2_1 | 2 |
| a21oi_2 | 1 |
| fa_1 | 3 |
| inv_1 | 7 |
| a22oi_1 | 1 |
| a21o_1 | 3 |
| o21bai_1 | 1 |
| inv_2 | 1 |
| nor2_1 | 1 |
| o21a_1 | 3 |
| a21oi_1 | 7 |
| nor2b_1 | 2 |
| nand2b_1 | 3 |
| a221oi_1 | 1 |
| mux2_2 | 3 |
| a211oi_1 | 1 |
| nand2_1 | 7 |
| mux2i_1 | 4 |
| clkdlybuf4s50_1 | 16 |
| xor2_1 | 3 |
| nand3_1 | 1 |
| and2_1 | 2 |
| xor2_2 | 1 |
| o21ai_0 | 2 |
| ha_1 | 11 |
-- layer usage --
metal	up-vias	wire length, um	share of wire	global-route usage
met5	-	0	0	0
met4	0	0	0	0.00352
met3	0	95	0.068	0.0102
met2	9	601	0.43	0.0738
met1	234	690	0.50	0.0608
li1	279	-	-	-
-- power breakdown --
part	switching, mW	leakage, nW	internal [mW]
Sequential	0	0	0
Combinational	0.0286	0.358	0.0368
Clock	0	0	0
-- logic make-up after synthesis --
group           synth area share
fa+ha+maj                  0.342
simple gates               0.136
mux                        0.128
compound gates             0.225
buf+inv                   0.0649
xor+xnor                   0.104
-- worst max-delay path, stage by stage --
cell and delay [ps]:
clkdlybuf4s50_1 630, and2_1 190, ha_1 170, inv_1 50, fa_1 400, xnor2_1 140
nand2_1 110, xor2_2 200, inv_2 80, fa_1 500, nand2_1 70, o21a_1 130
ha_1 210, fa_1 520, inv_1 40, a221oi_1 290, clkdlybuf4s50_1 520
Power figures rest on the tool's default switching activity, not on a simulated workload.
