`./config.mk`:
```
export PLATFORM = sky130hd
export DESIGN_NAME = four_bit_adder_subtraction
export DESIGN_NICKNAME = four_bit_adder_subtraction
export VERILOG_FILES = /design/flow/design.v
export SDC_FILE = /design/flow/constraint.sdc
export NUM_CORES = 4
export LEC_CHECK = 1
export CORE_AREA = 10 10 70 70
export DIE_AREA = 0 0 80 80
```
`./constraint.sdc`:
```
current_design four_bit_adder_subtraction

set clk_period 3.6
set clk_io_pct 0.2

create_clock -name clk0 -period $clk_period

set non_clock_inputs [all_inputs -no_clocks]
set_input_delay [expr $clk_period * $clk_io_pct] -clock clk0 $non_clock_inputs
set_output_delay [expr $clk_period * $clk_io_pct] -clock clk0 [all_outputs]
```
`./design.v`:
```
module four_bit_adder_subtraction (
    input [3:0] operand1, 
    input [3:0] operand2, 
    input carryIn, 
    input operation, 
    output [4:0] result, 
    output carryOut
);
    wire [3:0] modifiedOperand;
    wire carry1, carry2, carry3;
    assign modifiedOperand[0] = operand2[0] ^ operation;
    assign modifiedOperand[1] = operand2[1] ^ operation;
    assign modifiedOperand[2] = operand2[2] ^ operation;
    assign modifiedOperand[3] = operand2[3] ^ operation;
    full_adder adder0 (
        .a(operand1[0]), 
        .b(modifiedOperand[0]), 
        .cin(operation), 
        .sum(result[0]), 
        .cout(carry1)
    );
    full_adder adder1 (
        .a(operand1[1]), 
        .b(modifiedOperand[1]), 
        .cin(carry1), 
        .sum(result[1]), 
        .cout(carry2)
    );
    full_adder adder2 (
        .a(operand1[2]), 
        .b(modifiedOperand[2]), 
        .cin(carry2), 
        .sum(result[2]), 
        .cout(carry3)
    );
    full_adder adder3 (
        .a(operand1[3]), 
        .b(modifiedOperand[3]), 
        .cin(carry3), 
        .sum(result[3]), 
        .cout(carryOut)
    );
endmodule
module full_adder(
	input a,
	input b,
	input cin,
	output sum,
	output cout
);
	assign sum = a ^ b ^ cin;
	assign cout = (a & b) | (b & cin) | (a & cin);
endmodule
```
`./run.sh`:
```
#!/bin/bash
# OpenROAD 26Q1-2900-gdf79404cd8, Yosys 0.63+post, stock flow scripts
make -C /OpenROAD-flow-scripts/flow DESIGN_CONFIG=/design/flow/config.mk WORK_HOME=/design/flow/orfs finish
```
==> results.toml <==
# implementation run metrics
[run_status]
outcome = "finished clean"

[final_timing]
maxSlewViolCount = 0
hold_slack_ns = 2.19
finalSetupTns_ns = 0
fin_crit_ns = 3.50
finalHoldViolations = 0
rsz0062_at_grt = "no"
setup_viol = 0
worst_slack_ns = 0.103
max_freq_ghz = 0.286
fin_crit_sh = 0.971

[worst_setup_path]
critPathKind = "in -> out"
cp.required_ns = 2.88
arrival_ns = 2.78
worst_setup_path_start_kind = "primary input"
crit_fanout = 2
end_kind = "output port"
crit_start = "operand1[0]"
critPathCapture = "result[3]"

[placement]
placed_area_um2 = 330
portBuffers = 14
pre_cts_ws_ns = -0.309
gp_congestion = 0.643

[global_routing]
grt_pass1_wl_um = 793
grt_pass1_vias = 144
grtUsageMet2 = 0.0144
grt_overflow_total = 0
grt_max_degree = 5
use_met3 = 0.0125
antenna_found_initial = 0
grt-busiest-layer = "met1"
grt_use_total = 0.0160
met1_usage = 0.0266

[layout]
clkbuf_count = 0
final_cell_area_um2 = 332
final-seq-area_um2 = 0
n_fill_cell = 409
area_growth_pct = 104
layout-drive-gt1-share = 0.0714
ff_count = 0

[floorplan]
die-width_um = 80
io_pins = 16
core_area_um2 = 3420
die_y_um = 80
row_count = 21
dieArea_um2 = 6400
floorplan.core_util = 0.0476

[power_and_ir_drop]
finalPower_w = 0.0000469
vdd_drop_max_uv = 55.1
leakage_nw = 0.147
power_density_nw_per_um2 = 141

[synth]
synth.avg_cell_area_um2 = 9.04
ys_seq_frac = 0
ys_chip_area_um2 = 163
yosysWarningCount = 1
netlist_instances = 18
yosysUniqueCellTypes = 7
yosys-stat-cells = 18
synth_area_um2 = 163

[detailed_routing]
antenna-diode-count = 0
wl_per_cell_um = 6.95
first_pass_iters = 2
drt-initial-drc-count = 1
drc = 0
vias_per_cell = 1.66
wl_um = 514
ant_nets = 0
vias = 123

[cts]
ctsHoldBuffers = 0

[job]
warning_count = 33
cap_violations = 0

[min_path]
hp-class = "in -> out"
-- where the power goes --
group	switching, W	total (W)	internal [W]
sequential	0	0	0
combinational	0.0000155	0.0000469	0.0000314
clock	0	0	0
-- critical path, cell delays in order --
cell and delay (ns):
clkdlybuf4s50_1 0.43, mux2_2 0.28, fa_1 0.35, inv_1 0.08, fa_1 0.16, inv_1 0.05
fa_1 0.47, dlygate4sd2_1 0.23
-- stage by stage --
stage | instances | utilization
final | 74 | 0.0971
after detailed placement | 74 | 0.0967
after global placement | 74 | 0.0967
after global routing | 74 | 0.0971
after floorplan | 18 | -
after CTS | 74 | 0.0956
-- logic make-up after synthesis --
group | after synthesis | synth area share
xor+xnor | 4 | 0.215
mux | 1 | 0.0692
fa+ha+maj | 3 | 0.369
buf+inv | 9 | 0.323
other cells | 1 | 0.0231
-- cells in the mapped netlist --
| cell | count | area (µm²) |
|---|---|---|
| inv_1 | 4 | 15.0 |
| mux2_2 | 1 | 11.3 |
| buf_4 | 5 | 37.5 |
| conb_1 | 1 | 3.75 |
| fa_1 | 3 | 60.1 |
| xor2_1 | 3 | 26.3 |
| xnor2_1 | 1 | 8.76 |
-- timing repair --
action / in CTS / in global routing
setup buffers: 0 / 0
endpoints found under the setup margin: 3 / 2
resized: 3 / 2
-- cell type report --
cell class / count / area (µm²) / area share
tap: 46 / 57.6 / 0.174
multi-input combinational: 9 / 110 / 0.332
timing repair buffer: 15 / 149 / 0.449
inverter: 4 / 15.0 / 0.0453
-- per-layer routing --
layer	part of all wire	routed length, µm
met5	0	0
met2	0.19	100
met4	0	0
met1	0.57	292
met3	0.23	120
-- placed cells by master (no fill, tap or decap) --
cell             instances
conb_1                   1
buf_4                    1
clkdlybuf4s50_1          9
xnor2_1                  1
dlymetal6s2s_1           2
fa_1                     3
inv_1                    4
dlygate4sd2_1            3
xor2_1                   3
mux2_2                   1
-- how the worst min path moves through the flow --
stage     depth (start not counted)  slack, ns        end        start
6_report                          3       2.19   carryOut  operand1[3]
5_1_grt                           3       2.25   carryOut  operand1[3]
4_1_cts                           4       2.25  result[0]  operand2[0]
No activity file was given, so power comes from the tool's default toggle rates.
