<file path="flow/config.mk">
export PLATFORM = sky130hd
export DESIGN_NAME = MemoryUnit
export DESIGN_NICKNAME = MemoryUnit
export VERILOG_FILES = /design/flow/design.v
export SDC_FILE = /design/flow/constraint.sdc
export NUM_CORES = 4
export LEC_CHECK = 1
export CORE_UTILIZATION = 30
</file>
<file path="flow/constraint.sdc">
current_design MemoryUnit

set clk_period 3.4
set clk_io_pct 0.2

create_clock -name clk0 -period $clk_period [get_ports {clk}]

set non_clock_inputs [all_inputs -no_clocks]
set_input_delay [expr $clk_period * $clk_io_pct] -clock clk0 $non_clock_inputs
set_output_delay [expr $clk_period * $clk_io_pct] -clock clk0 [all_outputs]
</file>
<file path="flow/design.v">
module MemoryUnit (
    input wire clk,                   
    input wire reset,                 
    input wire key0,                  
    input wire key1,                  
    input wire [7:0] current_result,  
    output reg [7:0] memory_result,   
    output reg memory_clear           
);
    reg [31:0] hold_counter;          
    initial begin
        memory_result = 8'b0;
        memory_clear = 1'b0;
        hold_counter = 32'b0;
    end
    always @(posedge clk or posedge reset) begin
        if (reset) begin
            memory_result <= 8'b0;
            memory_clear <= 1'b0;
            hold_counter <= 32'b0;
        end else begin
            if (key0) begin
                hold_counter <= hold_counter + 1;
                if (hold_counter >= 32'd500000000) begin  
                    memory_result <= 8'b0;
                    memory_clear <= 1'b1;
                end else begin
                    memory_clear <= 1'b0;
                end
            end else if (hold_counter > 0 && hold_counter < 32'd500000000) begin
                memory_result <= current_result;  
                memory_clear <= 1'b0;
                hold_counter <= 32'b0;
            end
            if (key1) begin
                memory_clear <= 1'b0;  
            end
        end
    end
endmodule
</file>
<file path="flow/run.sh">
#!/bin/bash
# OpenROAD 26Q1-2900-gdf79404cd8, Yosys 0.63+post, stock flow scripts
make -C /OpenROAD-flow-scripts/flow DESIGN_CONFIG=/design/flow/config.mk WORK_HOME=/design/flow/orfs finish
</file>
==> impl_summary.log <==
[report] extracting results
[metrics] Adders+Majority by Area: 0.01042
[metrics] total gr overflow: 0
[metrics] Clk Tree Root Cell: clkbuf_8
[metrics] number of library cell types mapped by synthesis: 45
[metrics] first-pass GRT wire length: 8880 um
[metrics] average cell area after synthesis: 9.204 um2
[metrics] launch instance of the worst min-delay path: hold_counter[31]
[metrics] most numerous cell types in the synthesized netlist: dfrtp_1 (41), nand2_1 (36), nor2_1 (24), o21ai_0 (15), nand3_1 (12)
[metrics] Synth logic family: simple AND/OR/NAND/NOR gates
[metrics] most common cell type on the critical path: or4_4
[metrics] via count of the first global-routing pass: 1851
[metrics] cell area power density: 472.9 nW/um2
[metrics] MaxCap Viol Count: 0
[metrics] Wirelength per Cell: 13.36 um
[metrics] Dominant cell area share: 0.4271
[metrics] die span in x: 91.49 um
[metrics] post-synthesis cell type with the largest combined area: dfrtp_1
[metrics] r2r worst-path depth: 5
[metrics] half-perimeter wire length after placement: 3630 um
[metrics] vias after detailed routing: 1939
[metrics] most common cell in the netlist: dfrtp_1
[metrics] initial drt markers: 114
[metrics] chip area: 8370 um2
[metrics] number of vias per cell: 5.076
[metrics] Floorplan Core Area: 7727 um2
[metrics] Top Ports: 21
[metrics] clock buffers created by TritonCTS: 5
[metrics] library cell contributing the largest single delay on the critical path: or4_4
[metrics] mapped cell area: 2402 um2
[metrics] Critical Path End Type: flip-flop
[metrics] Hold Path End: hold_counter[31]
[metrics] Initial Utilization: 0.3109
[metrics] cell types with the largest area share after synthesis: dfrtp_1 (43%), nand2_1 (5.6%), nor2_1 (3.8%)
[metrics] detailed-route wire length: 5103 um
[metrics] CTS tree: done
[metrics] time the worst path needs with I/O delays and setup: 2761 ps
[metrics] Arr. time, crit path: 2990 ps
[metrics] H-tree lvl count: 2
[metrics] buffering stage count on the worst path with inverters included: 0
[metrics] final core utilization: 0.3561
[metrics] # fillers: 779
[metrics] initial antenna violation count: 0
[metrics] required time of the worst setup path: 3630 ps
[metrics] mux contribution to synthesized area: 0.004688
[metrics] ant diodes: 0
[metrics] Yosys Chip Area: 2402 um2
[metrics] clk latency of the worst-skew pair: 290 ps
[metrics] die boundary height: 91.49 um
[metrics] number of synthesized register bits: 41
[metrics] status: finished, final reports clean
[metrics] worst-case register-to-register setup slack: 640 ps
[metrics] global-route total usage across every layer: 0.1323
[metrics] post-detailed-route DRC marker count: 0
[metrics] setup repair after global routing missed its margin: no
[metrics] hold depth: 1
[metrics] post-synth tally of flip-flops with integrated enable: 0
[metrics] final cycle utilization of the critical path: 0.8121
[metrics] setup clock skew after layout: 6.101 ps
[metrics] number of placement rows: 32
[metrics] tally of nets with antenna violations remaining after routing: 0
[metrics] startpoint-to-endpoint class of the critical path: flip-flop to flip-flop
[metrics] Crit Reg-Reg Endpoint: hold_counter[0]
[metrics] highest achievable clock rate: 0.3622 GHz
[metrics] startpoint type of the worst setup path: flip-flop
[metrics] TritonCTS Sinks: 41
[metrics] worst ir drop on vdd: 173.7 uV
[metrics] crit-path max FO: 13
[metrics] critical path's top delay family: simple AND/OR/NAND/NOR gates
[metrics] Final Hold Fails: 0
[metrics] register share after synthesis: 0.4271
[metrics] delay of the slowest cell on the worst path: 590 ps
[metrics] layout cells sized above 1: 0.1286
[metrics] maximum number of pins on one net before global-route repair: 42
[metrics] Leakage Power: 0.001189 uW
[metrics] relative slew slack: 0.5538
[metrics] number of cell instances after yosys synthesis: 261
[metrics] clock-pin slew reported for the worst setup and hold paths after clock tree synthesis: 80 ps
[metrics] Setup Viol. Count Final: 0
[metrics] async set or reset register ratio after synthesis: 1.000
[metrics] I/O Buffers: 20
[metrics] share of synthesized cell area in and, or, nand and nor gates: 0.2505
[metrics] Worst R2R Start: hold_counter[20]
[metrics] slew at the pin closest to its max-slew limit: 667.2 ps
[metrics] post-cts hold-fix buffer tally: 0
[metrics] Commonest flop: dfrtp_1
[metrics] setup total negative slack: 0 ps
[metrics] complex-gate fraction of the synthesized area: 0.2245
[metrics] layout overhead on the synthesized area: 14.53%
[metrics] Synth Warn #: 1
[metrics] series of cell instances along the critical path: or4_4 -> or4_4 -> or2_4 -> a31oi_2 -> mux2_2
[metrics] XOR/XNOR share of the synthesized area: 0.02917
[metrics] number of buffers inserted to repair setup after CTS: 0
[metrics] cells after synthesis: 261
[metrics] Post-CTS Resized: 0
[metrics] Clock Path Buffers: 2
[metrics] iteration tally of the first detailed-router pass: 4
[metrics] worst min path class: flip-flop to flip-flop
[metrics] final count of pins violating max slew: 0
[metrics] OpenROAD warnings: 26
[metrics] GP Congestion: 0.8338
## cells by family (layout without fill, tap and decap cells)
| family | count (synthesis) | in the layout |
|---|---|---|
| DFF | 41 | 41 |
| xor gates and xnor gates | 8 | 8 |
| muxes | 1 | 1 |
| buffers and inverters | 21 | 40 |
| AOI/OAI and AO/OA | 68 | 68 |
| and+or+nand+nor | 120 | 120 |
| adders and majority gates | 2 | 2 |
## cell type report
type	count	area, um2	share of cell area
tap	102	127.6	0.04638
multi-input combinational	199	1247	0.4534
timing repair buffer	24	230.2	0.08367
inverter	9	33.78	0.01228
clock buffer	7	86.33	0.03138
sequential	41	1026	0.3729
## layer usage
| metal | up-vias | part of all wire | wire, um | GRT usage |
|---|---|---|---|---|
| met5 | - | 0 | 0 | 0 |
| met4 | 0 | 0.020 | 102 | 0.02513 |
| met3 | 9 | 0.024 | 122 | 0.02041 |
| met2 | 23 | 0.46 | 2352 | 0.2011 |
| met1 | 917 | 0.49 | 2525 | 0.2058 |
| li1 | 990 | - | - | - |
## through the flow
step / hold WS [ps] / instance area (um2) / setup WS [ps] / power, uW / cells
floorplan: 433.6 / 2402 / 911.3 / 882.9 / 261
global placement: 450.8 / 2665 / 681.6 / 997.7 / 375
detailed placement: 451.6 / 2665 / 652.0 / 1000 / 375
CTS: 471.5 / 2751 / 640.4 / 1324 / 382
global route: 492.1 / 2751 / 472.8 / 1389 / 382
finish: 464.8 / 2751 / 638.8 / 1301 / 382
## worst register-to-register path: stages (launching register included)
cell	delay [ps]
dfrtp_1	460
or4_4	550
or4_4	590
or2_4	270
a31oi_2	570
mux2_2	270
## cell usage in the layout (no fill, tap or decap), drive strengths merged, types with 2 or more instances in the layout
master | synthesis | layout
o21bai | 8 | 8
clkbuf | 5 | 7
inv | 8 | 8
ha | 2 | 2
nand2 | 36 | 36
xnor2 | 2 | 2
a22o | 2 | 2
o211ai | 8 | 8
nor4 | 4 | 4
o21ai | 23 | 23
or4 | 5 | 5
nor3 | 7 | 7
a21o | 10 | 10
nand3 | 12 | 12
dfrtp | 41 | 41
or2 | 5 | 5
clkdlybuf4s50 | 0 | 20
buf | 7 | 4
xor2 | 6 | 6
a31oi | 2 | 2
nor2 | 24 | 24
a211oi | 9 | 9
and3 | 4 | 4
nand4 | 10 | 10
or3 | 8 | 8
## flip-flops by register name, summed over array words and instances (netlist names)
signal and flops:
memory_clear 1, memory_result 8, hold_counter 32
## power by group
group          internal, uW  leakage (uW)  switching, uW  total (uW)
clock network           161     0.0000443            157         318
registers               549      0.000557           63.0         612
logic                   201      0.000588            171         372
total                   911       0.00119            391        1300
## worst max-delay path by stage
| stage | start | endpoint | slack (ps) | depth (start not counted) |
|---|---|---|---|---|
| CTS | hold_counter[20] | hold_counter[0] | 640 | 5 |
| finish | hold_counter[20] | hold_counter[0] | 640 | 5 |
| global route | hold_counter[20] | hold_counter[0] | 470 | 5 |
No activity file was given, so power comes from the tool's default toggle rates.
